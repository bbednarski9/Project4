**flow/design.v**
```verilog
module SIPO(data_out, clk, reset, data_in);  
	input 			clk, reset;
	input 			data_in;
	output [9:0] 	data_out;
	reg [9:0] 		Q;
	reg [2:0] 		count;
	reg 			load;
	always @(posedge clk or posedge reset) begin
		if (reset) begin
			Q <= 10'b0000000000;
			count <= 3'b000;
		end
		else begin
			if (count == 3'b111) begin   	 
				load <= 1'b1;				 
				count <= 3'b000;			
			end
			else begin 
				load <= 1'b0;
				count <= count + 1; 	   	 
				Q[0] <= data_in;
				Q[1] <= Q[0];
				Q[2] <= Q[1];
				Q[3] <= Q[2];
				Q[4] <= Q[3];
				Q[5] <= Q[4];
				Q[6] <= Q[5];
				Q[7] <= Q[6];
				Q[8] <= Q[7];
				Q[9] <= Q[8];
			end
		end
	end
	assign data_out = Q; 
endmodule 
```
**flow/run.sh**
```bash
#!/bin/bash
# OpenROAD 26Q1-2900-gdf79404cd8, Yosys 0.63+post, stock flow scripts
make -C /OpenROAD-flow-scripts/flow DESIGN_CONFIG=/design/flow/config.mk WORK_HOME=/design/flow/orfs finish
```
**flow/config.mk**
```make
export PLATFORM = sky130hd
export DESIGN_NAME = SIPO
export DESIGN_NICKNAME = SIPO
export VERILOG_FILES = /design/flow/design.v
export SDC_FILE = /design/flow/constraint.sdc
export NUM_CORES = 4
export LEC_CHECK = 1
export CORE_AREA = 10 10 73 73
export DIE_AREA = 0 0 83 83
```
**flow/constraint.sdc**
```tcl
current_design SIPO

set clk_period 1.5
set clk_io_pct 0.2

create_clock -name clk0 -period $clk_period [get_ports {clk}]

set non_clock_inputs [all_inputs -no_clocks]
set_input_delay [expr $clk_period * $clk_io_pct] -clock clk0 $non_clock_inputs
set_output_delay [expr $clk_period * $clk_io_pct] -clock clk0 [all_outputs]
```
==> reports/results.ini <==
[run_status]
outcome=finished clean

[final_timing]
worstMarginPinSlew_ps=480.6
rsz0062_at_grt=no
setup-tns-final_ps=0
maxSlewHeadroom=0.6793
skew_ps=2.542
period_used_share=0.9378
fmax_mhz=710.9
final_hold_viol_count=0
drv_slew=0
min_period_ps=1407
holdWs_ps=385.3
final-setup-viol-count=0

[floorplanning]
fp-row-count=22
fp-utilization=0.1377
die_w_um=83
core_area_um2=3744
ios=13
die_h_um=83
die_area_um2=6889

[worst_setup_path]
crit_slowest_cell=clkdlybuf4s50_1
critical_path_class=flip-flop to output port
cp-start-kind=flip-flop
crit_chain=clkdlybuf4s50_1
required_ps=1200
max_stage_delay_ps=480
worstSetupEndpointType=output port
critPathBufInv=1
crit_family=buffers and inverters
crit_path_max_fanout=3
arrival_ps=1110

[clock_network]
postCtsHoldBufs=0
tritoncts=done
clk_pin_slew_worst_paths_ps=50
cts_resized=1
cts-buffers-inserted=3
clk-insertion-delay-late_ps=240
root_buffer=clkbuf_8
clockBufferDepth=2
htreeDepth=1
cts.sinks=13
cts_setup_buffers=0

[detailed_routing]
postRouteWirelength_um=939
drtIter0Drc=16
routedWlPerCell_um=10.32
vias_per_cell=2.923
drtPass1Iterations=2
antenna_cells=0
vias=266
drc=0
ant_nets=0

[grt]
grt_max_degree=14
first_global_vias=287
grt_overflow_total=0
grt_usage=0.02782
grt_pass1_wl_mm=1.524
antenna_found_initial=0

[layout]
fill_cells=422
drive_above_1_share=0.3256
syn2layout_area_growth_pct=41.99
final_common_cell=dfrtp_1
final_cell_mix=13 x dfrtp_1, 12 x clkdlybuf4s50_1, 9 x mux2_4, 3 x clkbuf_8

[pwr]
worst_ir_drop_vdd_mv=0.3843
p_per_area_nw_per_um2=1001
leakage_nw=0.3190

[yosys]
yosys_warnings=1
ys_cells=28
ys_seq_frac=0.6311
ys_ff=13
synthDistinctLibCells=7
syn_area_per_cell_um2=18.41
synth_area_um2=515.5
synthCells=28
ys_area_um2=515.5

[job]
maxCapViolCount=0
warnings=25

[placement]
hpwlAfterDp_um=703.6
port_buffers=12
gp_congestion=0.7029

[hold_path]
hold_path.class=primary input to asynchronous set/reset pin

cell type report:
class                      instances  area [um2]  share of cell area
clock buffer                       4       45.04             0.06154
inverter                           1       3.754            0.005128
multi-input combinational         13       177.7              0.2427
sequential                        13       325.3              0.4444
tap                               48       60.06             0.08205
timing repair buffer              12       120.1              0.1641
cells in the mapped netlist (all sizes together):
| cell type | number | area share |
|---|---|---|
| nor2 | 1 | 0.0073 |
| mux2 | 10 | 0.28 |
| ha | 2 | 0.049 |
| inv | 1 | 0.0073 |
| buf | 1 | 0.022 |
| dfrtp | 13 | 0.63 |
sequential cells by signal, summed over array words and instances (netlist names):
signal / cells
Q: 10
count: 3
through the flow:
step | power [mW] | util | cell area [um2] | std cells | setup WS, ps
finish | 0.7326 | 0.1955 | 732.0 | 91 | 93.32
global route | 0.7744 | 0.1955 | 732.0 | 91 | 26.02
CTS | 0.7464 | 0.1955 | 732.0 | 91 | 74.55
detailed placement | 0.4396 | 0.1828 | 684.4 | 87 | -90.84
global placement | 0.4391 | 0.1828 | 684.4 | 87 | -35.17
floorplan | 0.3998 | - | 515.5 | 28 | 192.7
kinds of logic (layout without fill, tap and decap cells):
| group | after synthesis | in the layout | synth area share |
|---|---|---|---|
| flops | 13 | 13 | 0.6311 |
| fa+ha+maj | 2 | 2 | 0.04854 |
| buf+inv | 2 | 17 | 0.02912 |
| simple gates | 1 | 1 | 0.007275 |
| mux | 10 | 10 | 0.2840 |
metal layers:
layer  GRT usage  wire length [um]  up-vias
li1            -                 -      125
met1     0.03717               470      128
met2     0.03352               340       13
met3     0.02559               129        0
met4           0                 0        0
met5           0                 0        -
final timing paths:
path                           from     endpoint  slack, ps  depth (start not counted)
max                            Q[7]  data_out[7]         90                          1
min reg2reg                count[0]     count[0]        430                          1
min in group clk0          count[0]     count[0]        430                          1
max in group asynchronous     reset     count[0]        790                          2
min                           reset         Q[5]        390                          2
max reg2reg                count[0]         Q[4]        110                          3
power by group:
group	internal, mW	switching (mW)
Clock	0.187	0.114
Sequential	0.365	0.0115
Combinational	0.0430	0.0121
Total	0.595	0.138
No activity file was given, so power comes from the tool's default toggle rates.
