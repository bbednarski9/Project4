$ cat /design/flow/run.sh
#!/bin/bash
# OpenROAD 26Q1-2900-gdf79404cd8, Yosys 0.63+post, stock flow scripts
make -C /OpenROAD-flow-scripts/flow DESIGN_CONFIG=/design/flow/config.mk WORK_HOME=/design/flow/orfs finish
$ cat /design/flow/config.mk
export PLATFORM = sky130hd
export DESIGN_NAME = characterBitCount
export DESIGN_NICKNAME = characterBitCount
export VERILOG_FILES = /design/flow/design.v
export SDC_FILE = /design/flow/constraint.sdc
export NUM_CORES = 4
export LEC_CHECK = 1
export CORE_AREA = 10 10 70 70
export DIE_AREA = 0 0 80 80
$ cat /design/flow/constraint.sdc
current_design characterBitCount

set clk_period 2.4
set clk_io_pct 0.2

create_clock -name clk0 -period $clk_period [get_ports {clk}]

set non_clock_inputs [all_inputs -no_clocks]
set_input_delay [expr $clk_period * $clk_io_pct] -clock clk0 $non_clock_inputs
set_output_delay [expr $clk_period * $clk_io_pct] -clock clk0 [all_outputs]
$ cat /design/flow/design.v
module characterBitCount(charReceived, SRclk, BIC, BSC, clk, reset, bitStream, enable);
	output reg charReceived, SRclk;
	output reg [3:0] BIC, BSC;
	input clk, reset, bitStream, enable;
	reg [7:0] combinedCounter;
	initial
		begin
			BIC = 4'b0;
			BSC = 4'b0;
			combinedCounter = 8'b0;
			charReceived = 1'b0;
			SRclk = 1'b0;
		end
	always@(posedge clk)
		begin
			BIC[3:0] = combinedCounter[7:4];
			BSC[3:0] = combinedCounter[3:0];
			if (reset)
				begin
					charReceived = 1'b0;
					SRclk = 1'b0;
					combinedCounter = 8'b0;
				end
			else if (enable)
				begin
					charReceived = 1'b0;
					if (combinedCounter[3:0] == 4'b0111)  
						SRclk = 1'b1; 
					else  
						SRclk = 1'b0;
					if((combinedCounter[7:4] == 4'b1001) & (combinedCounter[3:0] == 4'b1111))
						charReceived = 1'b1;
					combinedCounter = combinedCounter + 8'b1;
				end
			else  
				begin
					SRclk = 1'b0;
					if (combinedCounter[7:4] == 4'b1001)
						begin
							charReceived = 1'b1;
							combinedCounter = 8'b0;
						end
					else  
						begin
							charReceived = 1'b0;
						end			
				end
		end
endmodule
==> run_results.csv <==
group,metric,value,unit
synthesis,async_flop_share,0,
outcome,status,"complete, no violations",
global_route,grt_pass1_vias,387,
cts,clk_pin_slew,0.09,ns
sta,setup_violations,0,
final_layout,fill_cells,373,
synthesis,ys_sh_aoi,0.0990,
floorplan,chipWidth,80,µm
cts,cts_tree,"done",
synthesis,yosysCellCount,58,
place,hpwl,816,µm
synthesis,synthSimpleGateAreaFrac,0.246,
final_layout,instances_no_fill,118,
power_and_ir_drop,power.share.combinational,0.043,
synthesis,synthTopLogicFamily,"simple AND/OR/NAND/NOR gates",
cts,cts.sinks,18,
synthesis,top_cell,"dfxtp_1",
cts,htree_num_levels,1,
floorplan,core-area,0.00342,mm²
place,place_inst,114,
synthesis,top_area_cell,"dfxtp_1",
sta,tns,0,ns
cts,cts_buffer_depth,2,
synthesis,netlist_top_cells_area,"dfxtp_1 57%, a21oi_1 4.0%, mux2_2 3.6%",
drt,antenna_cells,0,
cts,cts_root_buf,"clkbuf_4",
cts,post_cts_buffers,0,
synthesis,xor_area_frac,0,
global_route,grtUsageTotal,0.0336,
global_route,antenna_found_initial,0,
sta,slew_headroom,0.709,
cts,cts_buffers,3,
floorplan,die_h,80,µm
drt,routedWlPerCell,8.98,µm
drt,routed_via_density,3.75,
drt,first_pass_iters,4,
setup_path,path_max_fanout,14,
sta,finalClockSkew,0.00421,ns
setup_path,required,2.58,ns
sta,finalCritPeriodShare,0.719,
synthesis,ys_area,632,µm²
synthesis,ys_types,25,
synthesis,synth-edff-count,0,
global_route,overflow,0,
global_route,grt_max_degree,15,
power_and_ir_drop,p_leak,0.287,nW
floorplan,pin_count,14,
drt,wl,1060,µm
synthesis,synth.cells.most_frequent,"18 x dfxtp_1, 5 x a21oi_1, 4 x nand3_1",
sta,finalHoldViolCount,0,
setup_path,cp.arrival,1.91,ns
drt,dr_total_vias,443,
flow_run,maxCapViolations,0,
synthesis,flop_cell,"dfxtp_1",
synthesis,syn_avg_cell_area,10.9,µm²
drt,ant_nets,0,
sta,report.final.slew_viol_count,0,
synthesis,postSynthSeqShare,0.570,
place,gp_congestion,0.740,
drt,drc,0,
cts,cts_hold_buf,0,
synthesis,postSynthCellCount,58,
cts,ctsResizeCount,0,
setup_path,critPathKind,"input port to register",
sta,rsz0062_at_grt,"no",
place,port-buffer-count,12,
sta,worst_pin_slew,0.434,ns
power_and_ir_drop,switching_power,0.0000954,W
floorplan,initCoreUtil,0.185,
final_layout,area_delta_synth_final,30.9,%
setup_path,startpoint_type,"input port",
synthesis,syn_area,632,µm²
min_path,hp-class,"register to register",
power_and_ir_drop,irDropWorstVdd,0.184,mV
power_and_ir_drop,swShare,0.190,
synthesis,mux_share,0.0356,
synthesis,yosys_warnings,1,
synthesis,fa_ha_area_frac,0.0198,
drt,first_iter_violations,23,
global_route,grt_pass1_wl,1760,µm
flow_run,tool_warnings,26,
sta,period_minus_slack,1.73,ns
synthesis,numSynthFlops,18,
power_and_ir_drop,p_int,0.000407,W
floorplan,dieArea,0.00640,mm²
power_and_ir_drop,seq_power_share,0.611,
power_and_ir_drop,power_frac_clock,0.346,
power_and_ir_drop,powerDensity,608,mW/mm²
sta,fmax,580,MHz
synthesis,yosysTopAreaCellShare,0.570,
final_layout,drive_above_1_share,0.111,
floorplan,rows,21,
cts,worstSkewPairLatency,0.28,ns
setup_path,cp-end-kind,"register",
## path summary, 6_finish.rpt
path / from / endpoint / slack (ns) / cells past startpoint
setup / recovery: enable / combinedCounter[7] / 0.67 / 4
hold reg to reg: combinedCounter[7] / BIC[3] / 0.39 / 0
setup reg to reg: combinedCounter[0] / combinedCounter[6] / 1.01 / 4
hold / removal: combinedCounter[7] / BIC[3] / 0.39 / 0
## critical path: stages
cell and delay (ns):
clkdlybuf4s50_1 0.74, and4_1 0.31, nand3_1 0.10, mux2_2 0.28
## layout make-up
cell class / count / area (µm²) / area share
sequential: 18 / 360 / 0.436
timing repair buffer: 12 / 120 / 0.145
clock buffer: 4 / 36.3 / 0.0439
tap: 46 / 57.6 / 0.0696
multi-input combinational: 38 / 253 / 0.306
## flip-flops by register name, indices dropped and copies added (netlist names)
| register | cells |
|---|---|
| BIC | 4 |
| BSC | 4 |
| SRclk | 1 |
| combinedCounter | 8 |
| charReceived | 1 |
## through the flow
step                      hold slack [ns]  cell area, µm²  power (W)   util  setup WS, ns
after floorplan                     0.359             632   0.000326      -          1.15
after global placement              0.372             791   0.000335  0.232         0.395
after detailed placement            0.379             791   0.000336  0.232         0.375
after CTS                           0.393             827   0.000511  0.242         0.690
after global routing                0.399             827   0.000526  0.242         0.592
final                               0.390             827   0.000503  0.242         0.675
## per-layer routing
metal | routed length [µm] | global-route usage | vias up
met1 | 480 | 0.0414 | 192
met5 | 0 | 0 | -
met4 | 8 | 0.00352 | 0
met2 | 441 | 0.0465 | 8
met3 | 130 | 0.0261 | 2
li1 | - | - | 241
## power by group through the flow
stage / Sequential, W / Clock (W) / Combinational (W)
final: 0.000307 / 0.000174 / 0.0000214
after global routing: 0.000308 / 0.000194 / 0.0000244
after CTS: 0.000307 / 0.000182 / 0.0000220
## kinds of logic (layout without fill, tap and decap cells)
group | after synthesis | after routing
simple gates | 25 | 25
buf+inv | 2 | 16
fa+ha+maj | 1 | 1
flops | 18 | 18
compound gates | 10 | 10
mux | 2 | 2
## cells in the final DEF, fill, tap and decap left out, types with 2 or more instances in the layout
master / netlist / final
dfxtp_1: 18 / 18
clkdlybuf4s50_1: 0 / 12
a21oi_1: 5 / 5
nand3_1: 4 / 4
nand2_1: 3 / 3
nor2_1: 3 / 3
nand2b_1: 3 / 3
clkbuf_4: 0 / 3
mux2_2: 2 / 2
a311oi_1: 2 / 2
nand3b_1: 2 / 2
Power figures rest on the tool's default switching activity, not on a simulated workload.
